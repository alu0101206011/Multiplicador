==> /design/flow/constraint.sdc <==
current_design sum_resta5

set clk_period 4.9
set clk_io_pct 0.2

create_clock -name clk0 -period $clk_period

set non_clock_inputs [all_inputs -no_clocks]
set_input_delay [expr $clk_period * $clk_io_pct] -clock clk0 $non_clock_inputs
set_output_delay [expr $clk_period * $clk_io_pct] -clock clk0 [all_outputs]
==> /design/flow/run.sh <==
#!/bin/bash
# OpenROAD 26Q1-2900-gdf79404cd8, Yosys 0.63+post, stock flow scripts
make -C /OpenROAD-flow-scripts/flow DESIGN_CONFIG=/design/flow/config.mk WORK_HOME=/design/flow/orfs finish
==> /design/flow/config.mk <==
export PLATFORM = sky130hd
export DESIGN_NAME = sum_resta5
export DESIGN_NICKNAME = sum_resta5
export VERILOG_FILES = /design/flow/design.v
export SDC_FILE = /design/flow/constraint.sdc
export NUM_CORES = 4
export LEC_CHECK = 1
export CORE_AREA = 10 10 70 70
export DIE_AREA = 0 0 80 80
==> /design/flow/design.v <==
`timescale 1 ns / 10 ps
module registroN #(parameter SIZE = 4) (input wire [SIZE-1:0] entrada, input wire bit_en_desp, input wire Carga, Desplaza, clk, reset, output wire [SIZE-1:0] salida);
  wire enable; 
  assign enable = Carga | Desplaza;  
  genvar i;
  generate
    for (i = 0; i < SIZE; i = i + 1)
    begin
      if (i == SIZE - 1)
        cdaff ff(Carga, entrada[i], bit_en_desp, clk, reset, enable, salida[i]);
      else
        cdaff ff(Carga, entrada[i], salida[i+1], clk, reset, enable, salida[i]);
    end
  endgenerate
endmodule
module registroN_2desp #(parameter SIZE = 4) (input wire [SIZE-1:0] entrada, input wire [1:0] bit_en_desp, input wire Carga, Desplaza, clk, reset, output wire [SIZE-1:0] salida);
  wire enable;
  assign enable = Carga | Desplaza;  
  genvar i;
  generate
    for (i = 0; i < SIZE; i = i + 1)
    begin
      if (i < SIZE - 2)
        cdaff ff(Carga, entrada[i], salida[i+2], clk, reset, enable, salida[i]);
      else
        cdaff ff(Carga, entrada[i], bit_en_desp[i - SIZE + 2], clk, reset, enable, salida[i]);
    end
  endgenerate
endmodule
module registro6 (input wire [5:0] entrada, input wire bit_en_desp, input wire Carga, Desplaza, clk, reset, output wire [5:0] salida);
  wire enable; 
  assign enable = Carga | Desplaza;  
  cdaff ff0(Carga, entrada[0], salida[1], clk, reset, enable, salida[0]);
  cdaff ff1(Carga, entrada[1], salida[2], clk, reset, enable, salida[1]);
  cdaff ff2(Carga, entrada[2], salida[3], clk, reset, enable, salida[2]);
  cdaff ff3(Carga, entrada[3], salida[4], clk, reset, enable, salida[3]);
  cdaff ff4(Carga, entrada[4], salida[5], clk, reset, enable, salida[4]);
  cdaff ff5(Carga, entrada[5], bit_en_desp, clk, reset, enable, salida[5]);  
endmodule
module registro6_2desp (input wire [5:0] entrada, input wire [1:0] bit_en_desp, input wire Carga, Desplaza, clk, reset, output wire [5:0] salida);
  wire enable; 
  assign enable = Carga | Desplaza;  
  cdaff ff0(Carga, entrada[0], salida[2], clk, reset, enable, salida[0]);
  cdaff ff1(Carga, entrada[1], salida[3], clk, reset, enable, salida[1]);
  cdaff ff2(Carga, entrada[2], salida[4], clk, reset, enable, salida[2]);
  cdaff ff3(Carga, entrada[3], salida[5], clk, reset, enable, salida[3]);
  cdaff ff4(Carga, entrada[4], bit_en_desp[0], clk, reset, enable, salida[4]); 
  cdaff ff5(Carga, entrada[5], bit_en_desp[1], clk, reset, enable, salida[5]);  
endmodule
module registro5 (input wire [4:0] entrada, input wire bit_en_desp, input wire Carga, Desplaza, clk, reset, output wire [4:0] salida);
  wire enable; 
  assign enable = Carga | Desplaza;  
  cdaff ff0(Carga, entrada[0], salida[1], clk, reset, enable, salida[0]);
  cdaff ff1(Carga, entrada[1], salida[2], clk, reset, enable, salida[1]);
  cdaff ff2(Carga, entrada[2], salida[3], clk, reset, enable, salida[2]);
  cdaff ff3(Carga, entrada[3], salida[4], clk, reset, enable, salida[3]); 
  cdaff ff4(Carga, entrada[4], bit_en_desp, clk, reset, enable, salida[4]);  
endmodule
module registro4 (input wire [3:0] entrada, input wire bit_en_desp, input wire Carga, Desplaza, clk, reset, output wire [3:0] salida);
  wire enable; 
  assign enable = Carga | Desplaza;  
  cdaff ff0(Carga, entrada[0], salida[1], clk, reset, enable, salida[0]);
  cdaff ff1(Carga, entrada[1], salida[2], clk, reset, enable, salida[1]);
  cdaff ff2(Carga, entrada[2], salida[3], clk, reset, enable, salida[2]);
  cdaff ff3(Carga, entrada[3], bit_en_desp, clk, reset, enable, salida[3]);  
endmodule
module registro4_2desp (input wire [3:0] entrada, input wire [1:0] bit_en_desp, input wire Carga, Desplaza, clk, reset, output wire [3:0] salida);
  wire enable; 
  assign enable = Carga | Desplaza;  
  cdaff ff0(Carga, entrada[0], salida[2], clk, reset, enable, salida[0]);
  cdaff ff1(Carga, entrada[1], salida[3], clk, reset, enable, salida[1]);
  cdaff ff2(Carga, entrada[2], bit_en_desp[0], clk, reset, enable, salida[2]);
  cdaff ff3(Carga, entrada[3], bit_en_desp[1], clk, reset, enable, salida[3]);  
endmodule
module registro3 (input wire [2:0] entrada, input wire bit_en_desp, input wire Carga, Desplaza, clk, reset, output wire [2:0] salida);
  wire enable;
  assign enable = Carga | Desplaza;  
  cdaff ff0(Carga, entrada[0], salida[1], clk, reset, enable, salida[0]);
  cdaff ff1(Carga, entrada[1], salida[2], clk, reset, enable, salida[1]);
  cdaff ff2(Carga, entrada[2], bit_en_desp, clk, reset, enable, salida[2]);  
endmodule
module cdaff (input wire selc_d, inp_c, inp_d, clk, reset, carga, output wire salida);
  wire inp;
  ffdc ff0(clk, reset, carga, inp, salida);
  mux2_1_i1 mux0(inp, inp_d, inp_c, selc_d);   
endmodule
module mux2_1_i1(output wire out, input wire a, b, s);
  wire  s_n, sa, sb;
  not inv1 (s_n, s);
  and and1 (sa, a, s_n);
  and and2 (sb, b, s);
  or or1 (out, sa, sb);
endmodule
module mux2_1_M2 #(parameter SIZE = 4) (output wire[SIZE-1:0] out, input wire[SIZE-1:0] a, b, input wire s);
  assign out = s? b:a;
endmodule
module ffdc #(parameter retardo = 0)(input wire clk, reset, carga, d, output reg q);
  always @(posedge clk, posedge reset)
    if (reset)
      q <= #retardo 1'b0;  
    else
      if (carga)
        q <= #retardo d;  
endmodule
module sum_resta4(output wire[3:0] S, output wire c_out, input wire[3:0] A, input wire[3:0] B, input wire resta);
  assign {c_out, S} = (resta == 1) ? A - B + 0 : A + B + 0;
endmodule
module sum_resta5(output wire[4:0] S, output wire c_out, input wire[4:0] A, input wire[4:0] B, input wire resta);
  assign {c_out, S} = (resta == 1) ? A - B + 0 : A + B + 0;
endmodule
module sum_resta6(output wire[5:0] S, output wire c_out, input wire[5:0] A, input wire[5:0] B, input wire resta);
  assign {c_out, S} = (resta == 1) ? A - B + 0 : A + B + 0;
endmodule
module sum_restaN #(parameter SIZE = 4) (output wire[SIZE-1:0] S, output wire c_out, input wire[SIZE-1:0] A, input wire[SIZE-1:0] B, input wire resta);
  assign {c_out, S} = (resta == 1) ? A - B + 0 : A + B + 0;
endmodule
==> impl_metrics.tcl <==
# flow metrics
set metrics [dict create \
    ant_nets 0 \
    pwr_density_cell_nw_per_um2 140.4 \
    internal-power_uw 46.65 \
    ys_sh_adder 0.3470 \
    synthMostInstantiatedCell "ha_1" \
    antenna_cells 0 \
    hold_violations 0 \
    hold_class "input port to output port" \
    p_leak_uw 0.0002058 \
    xor_area_frac 0.1918 \
    design.core.area_um2 3416 \
    cp_max_fo 3 \
    grt_pass1_vias 341 \
    drtIter0Drc 7 \
    crit_chain "clkdlybuf4s50_1, inv_1, ha_1, mux2i_1, ha_1, nor2b_1, o31a_1, o22ai_2, xor2_1, clkdlybuf4s50_1" \
    slowest_delay_ns 0.53 \
    switchingPower_uw 23.81 \
    power.share.clock 0 \
    grtUsageMet1 0.03042 \
    rsz0062_at_grt "false" \
    ys_sh_mux 0.03653 \
    ys_sh_simple 0.1324 \
    path_delay_family "buffers and inverters" \
    dr.pass1.iters 2 \
    period_used_share 0.9220 \
    wl_per_cell_um 8.434 \
    whs_ns 2.954 \
    synth_cell_type_count 16 \
    postCtsSetupRepairBufs 0 \
    final.setup.tns_ns 0 \
    grtUsageMet2 0.04976 \
    grt_pass1_wl_mm 1.373 \
    synthTopCellsByCount "6 x ha_1, 5 x inv_1, 5 x nor2_1" \
    crit_type "input port to output port" \
    warnings 32 \
    drv_slew 0 \
    grt_use_met3 0.004545 \
    largest_area_cell "ha_1" \
    grt_max_degree 6 \
    sw_frac_of_total 0.3379 \
    drc 0 \
    die_w_um 80 \
    num_vias 283 \
    status "finished clean" \
    clock_buffers 0 \
    area_leaders "ha_1 27%, xnor2_1 13%, a21oi_1 7.3%" \
    layout.area.comb_um2 255.2 \
    top_level_ports 17 \
    seq_area_um2 0 \
    die-area_um2 6400 \
    portBuffers 17 \
    routed_wirelength_um 835 \
    design_area_um2 501.7 \
    slowest_stage "clkdlybuf4s50_1" \
    cts-resized-gates 0 \
    die_height_um 80 \
    syn-cell-area_um2 274.0 \
    ys_cells 36 \
    postSynthCellCount 36 \
    hpwlAfterDp_um 802.6 \
    ctsHoldBuffers 0 \
    initCoreUtil 0.08022 \
    total_power_uw 70.46 \
    seqPwrFrac 0 \
    ys_warn_count 0 \
    top_logic_kind "adder cells" \
    placed_area_um2 501.7 \
    max-cap-violations 0 \
    place_congestion 0.6722 \
    antenna_found_initial 0 \
    compound_area_frac 0.2237 \
    synth_seq_share 0 \
    cp-start-kind "input port" \
    finalCriticalPeriod_ns 4.518 \
    tightest_slew_ns 0.2623 \
    power_frac_comb 1.000 \
    busiest_layer "met2" \
    overflow 0 \
    grt_usage 0.02589 \
    relSlewSlack 0.8201 \
    synth_top_area_share 0.2740 \
    area_growth_pct 83.10 \
    setup_viol 0 \
    crit_arrival_ns 3.54 \
    vdd_drop_max_v 0.00002742 \
    cp.required_ns 3.92 \
    fillerInstances 403 \
    worst-path-buf-inv 3 \
    via_per_inst 2.859 \
    ys_area_um2 274.0 \
    synth_area_per_cell_um2 7.611 \
    timing.fmax_ghz 0.2214 \
    num_rows 21 \
    end_kind "output port" \
    flop-count 0 \
    drive_gt1_frac 0.03774 \
]
[cells in the final DEF, fill, tap and decap left out, drive strengths merged]
master,count
a21o,1
a21oi,4
clkdlybuf4s50,17
fa,1
ha,6
inv,5
mux2i,1
nor2,5
nor2b,1
nor3,1
o21a,1
o21ai,1
o22ai,1
o31a,1
or2,1
xnor2,4
xor2,2
[stage by stage]
step / util / cells / worst slack [ns]
finish: 0.1469 / 99 / 0.3824
global route: 0.1469 / 99 / 0.2273
CTS: 0.1469 / 99 / 0.3361
detailed placement: 0.1469 / 99 / 0.3371
global placement: 0.1469 / 99 / 0.3723
floorplan: - / 36 / 1.567
[logic make-up (layout without fill, tap and decap cells)]
| logic type | count (synthesis) | in the layout |
|---|---|---|
| adders and majority gates | 7 | 7 |
| buffers and inverters | 5 | 22 |
| muxes | 1 | 1 |
| xor gates and xnor gates | 6 | 6 |
| AOI/OAI and AO/OA | 9 | 9 |
| and+or+nand+nor | 8 | 8 |
[worst min-delay path, delay by kind of cell]
family	cells	cell delay, ns
adder cells (fa/ha/maj)	1	0.12
buffers and inverters	4	0.86
[path summary, 6_finish.rpt]
check	cells past startpoint	startpoint	to	slack (ns)
min	5	A[0]	S[0]	2.95
max	10	B[0]	c_out	0.38
[cell type report]
type / instances / area share
inverters: 5 / 0.03741
multi-input cells: 31 / 0.5087
repair buffers: 17 / 0.3392
well taps: 46 / 0.1147
[layer usage]
metal  wire length, µm  share of wire
met3                36          0.043
met5                 0              0
met2               419           0.50
met1               379           0.45
met4                 0              0
[power groups by stage]
stage / combinational (µW) / sequential (µW) / clock, µW
CTS: 73.3 / 0 / 0
global route: 79.6 / 0 / 0
finish: 70.5 / 0 / 0
