<file path="flow/config.mk">
export PLATFORM = sky130hd
export DESIGN_NAME = multiplicador
export DESIGN_NICKNAME = multiplicador
export VERILOG_FILES = /design/flow/design.v
export SDC_FILE = /design/flow/constraint.sdc
export NUM_CORES = 4
export LEC_CHECK = 1
export CORE_UTILIZATION = 30
</file>
<file path="flow/constraint.sdc">
current_design multiplicador

set clk_period 3.9
set clk_io_pct 0.2

create_clock -name clk0 -period $clk_period [get_ports {clk}]

set non_clock_inputs [all_inputs -no_clocks]
set_input_delay [expr $clk_period * $clk_io_pct] -clock clk0 $non_clock_inputs
set_output_delay [expr $clk_period * $clk_io_pct] -clock clk0 [all_outputs]
</file>
<file path="flow/design.v">
`timescale 1 ns / 10 ps
module cd #(parameter SIZE = 4) (input wire [SIZE-1:0] multiplicando, multiplicador, input wire Carga_A, Carga_QM, Desplaza_AQ, MoM2, Resta, clk, reset, output wire q1, q0, q_menos1, output wire [SIZE*2-1:0] result);
  wire [SIZE+1:0] salida_sum, salida_A, salida_mux, salida_M2, salida_M;  
  wire [SIZE-1:0] salida_Q;
  wire carga_qmenos1, c_sumout;
  registroN #(SIZE+2) M({multiplicando[SIZE-1],multiplicando[SIZE-1],multiplicando}, 1'b0, Carga_QM, 1'b0, clk, reset, salida_M);
  registroN #(SIZE+2) M2({multiplicando[SIZE-1],multiplicando,1'b0}, 1'b0, Carga_QM, 1'b0, clk, reset, salida_M2);
  registroN_2desp #(SIZE+2) A(salida_sum, {salida_A[SIZE+1],salida_A[SIZE+1]}, Carga_A, Desplaza_AQ, clk, reset, salida_A);
  registroN_2desp #(SIZE) Q(multiplicador, salida_A[1:0], Carga_QM, Desplaza_AQ, clk, reset, salida_Q);  
  sum_restaN #(SIZE+2) sumador(salida_sum, c_sumout, salida_A, salida_mux, Resta);
  ffdc bq_menos1(clk, reset, Desplaza_AQ, salida_Q[1], q_menos1);   
  mux2_1_M2 #(SIZE+2) muxM2oM(salida_mux, salida_M, salida_M2, MoM2);
  assign q1 = salida_Q[1];
  assign q0 = salida_Q[0];
  assign result = {salida_A[SIZE-1:0],salida_Q};
endmodule
`timescale 1 ns / 10 ps
module registroN #(parameter SIZE = 4) (input wire [SIZE-1:0] entrada, input wire bit_en_desp, input wire Carga, Desplaza, clk, reset, output wire [SIZE-1:0] salida);
  wire enable; 
  assign enable = Carga | Desplaza;  
  genvar i;
  generate
    for (i = 0; i < SIZE; i = i + 1)
    begin
      if (i == SIZE - 1)
        cdaff ff(Carga, entrada[i], bit_en_desp, clk, reset, enable, salida[i]);
      else
        cdaff ff(Carga, entrada[i], salida[i+1], clk, reset, enable, salida[i]);
    end
  endgenerate
endmodule
module registroN_2desp #(parameter SIZE = 4) (input wire [SIZE-1:0] entrada, input wire [1:0] bit_en_desp, input wire Carga, Desplaza, clk, reset, output wire [SIZE-1:0] salida);
  wire enable;
  assign enable = Carga | Desplaza;  
  genvar i;
  generate
    for (i = 0; i < SIZE; i = i + 1)
    begin
      if (i < SIZE - 2)
        cdaff ff(Carga, entrada[i], salida[i+2], clk, reset, enable, salida[i]);
      else
        cdaff ff(Carga, entrada[i], bit_en_desp[i - SIZE + 2], clk, reset, enable, salida[i]);
    end
  endgenerate
endmodule
module registro6 (input wire [5:0] entrada, input wire bit_en_desp, input wire Carga, Desplaza, clk, reset, output wire [5:0] salida);
  wire enable; 
  assign enable = Carga | Desplaza;  
  cdaff ff0(Carga, entrada[0], salida[1], clk, reset, enable, salida[0]);
  cdaff ff1(Carga, entrada[1], salida[2], clk, reset, enable, salida[1]);
  cdaff ff2(Carga, entrada[2], salida[3], clk, reset, enable, salida[2]);
  cdaff ff3(Carga, entrada[3], salida[4], clk, reset, enable, salida[3]);
  cdaff ff4(Carga, entrada[4], salida[5], clk, reset, enable, salida[4]);
  cdaff ff5(Carga, entrada[5], bit_en_desp, clk, reset, enable, salida[5]);  
endmodule
module registro6_2desp (input wire [5:0] entrada, input wire [1:0] bit_en_desp, input wire Carga, Desplaza, clk, reset, output wire [5:0] salida);
  wire enable; 
  assign enable = Carga | Desplaza;  
  cdaff ff0(Carga, entrada[0], salida[2], clk, reset, enable, salida[0]);
  cdaff ff1(Carga, entrada[1], salida[3], clk, reset, enable, salida[1]);
  cdaff ff2(Carga, entrada[2], salida[4], clk, reset, enable, salida[2]);
  cdaff ff3(Carga, entrada[3], salida[5], clk, reset, enable, salida[3]);
  cdaff ff4(Carga, entrada[4], bit_en_desp[0], clk, reset, enable, salida[4]); 
  cdaff ff5(Carga, entrada[5], bit_en_desp[1], clk, reset, enable, salida[5]);  
endmodule
module registro5 (input wire [4:0] entrada, input wire bit_en_desp, input wire Carga, Desplaza, clk, reset, output wire [4:0] salida);
  wire enable; 
  assign enable = Carga | Desplaza;  
  cdaff ff0(Carga, entrada[0], salida[1], clk, reset, enable, salida[0]);
  cdaff ff1(Carga, entrada[1], salida[2], clk, reset, enable, salida[1]);
  cdaff ff2(Carga, entrada[2], salida[3], clk, reset, enable, salida[2]);
  cdaff ff3(Carga, entrada[3], salida[4], clk, reset, enable, salida[3]); 
  cdaff ff4(Carga, entrada[4], bit_en_desp, clk, reset, enable, salida[4]);  
endmodule
module registro4 (input wire [3:0] entrada, input wire bit_en_desp, input wire Carga, Desplaza, clk, reset, output wire [3:0] salida);
  wire enable; 
  assign enable = Carga | Desplaza;  
  cdaff ff0(Carga, entrada[0], salida[1], clk, reset, enable, salida[0]);
  cdaff ff1(Carga, entrada[1], salida[2], clk, reset, enable, salida[1]);
  cdaff ff2(Carga, entrada[2], salida[3], clk, reset, enable, salida[2]);
  cdaff ff3(Carga, entrada[3], bit_en_desp, clk, reset, enable, salida[3]);  
endmodule
module registro4_2desp (input wire [3:0] entrada, input wire [1:0] bit_en_desp, input wire Carga, Desplaza, clk, reset, output wire [3:0] salida);
  wire enable; 
  assign enable = Carga | Desplaza;  
  cdaff ff0(Carga, entrada[0], salida[2], clk, reset, enable, salida[0]);
  cdaff ff1(Carga, entrada[1], salida[3], clk, reset, enable, salida[1]);
  cdaff ff2(Carga, entrada[2], bit_en_desp[0], clk, reset, enable, salida[2]);
  cdaff ff3(Carga, entrada[3], bit_en_desp[1], clk, reset, enable, salida[3]);  
endmodule
module registro3 (input wire [2:0] entrada, input wire bit_en_desp, input wire Carga, Desplaza, clk, reset, output wire [2:0] salida);
  wire enable;
  assign enable = Carga | Desplaza;  
  cdaff ff0(Carga, entrada[0], salida[1], clk, reset, enable, salida[0]);
  cdaff ff1(Carga, entrada[1], salida[2], clk, reset, enable, salida[1]);
  cdaff ff2(Carga, entrada[2], bit_en_desp, clk, reset, enable, salida[2]);  
endmodule
module cdaff (input wire selc_d, inp_c, inp_d, clk, reset, carga, output wire salida);
  wire inp;
  ffdc ff0(clk, reset, carga, inp, salida);
  mux2_1_i1 mux0(inp, inp_d, inp_c, selc_d);   
endmodule
module mux2_1_i1(output wire out, input wire a, b, s);
  wire  s_n, sa, sb;
  not inv1 (s_n, s);
  and and1 (sa, a, s_n);
  and and2 (sb, b, s);
  or or1 (out, sa, sb);
endmodule
module mux2_1_M2 #(parameter SIZE = 4) (output wire[SIZE-1:0] out, input wire[SIZE-1:0] a, b, input wire s);
  assign out = s? b:a;
endmodule
module ffdc #(parameter retardo = 0)(input wire clk, reset, carga, d, output reg q);
  always @(posedge clk, posedge reset)
    if (reset)
      q <= #retardo 1'b0;  
    else
      if (carga)
        q <= #retardo d;  
endmodule
module sum_resta4(output wire[3:0] S, output wire c_out, input wire[3:0] A, input wire[3:0] B, input wire resta);
  assign {c_out, S} = (resta == 1) ? A - B + 0 : A + B + 0;
endmodule
module sum_resta5(output wire[4:0] S, output wire c_out, input wire[4:0] A, input wire[4:0] B, input wire resta);
  assign {c_out, S} = (resta == 1) ? A - B + 0 : A + B + 0;
endmodule
module sum_resta6(output wire[5:0] S, output wire c_out, input wire[5:0] A, input wire[5:0] B, input wire resta);
  assign {c_out, S} = (resta == 1) ? A - B + 0 : A + B + 0;
endmodule
module sum_restaN #(parameter SIZE = 4) (output wire[SIZE-1:0] S, output wire c_out, input wire[SIZE-1:0] A, input wire[SIZE-1:0] B, input wire resta);
  assign {c_out, S} = (resta == 1) ? A - B + 0 : A + B + 0;
endmodule
`timescale 1 ns / 10 ps
module multiplicador #(parameter SIZE = 4) (input wire [SIZE-1:0] multiplicando, multiplicador, input wire clk, reset, output wire [SIZE*2-1:0] result, output wire Fin);
  wire Carga_A, Carga_QM, Desplaza_AQ, Reset_A, Resta, q0, q_menos1, MoM2;
  cd #(SIZE) camino (multiplicando, multiplicador, Carga_A, Carga_QM, Desplaza_AQ, MoM2, Resta, clk, reset, q1, q0, q_menos1, result);   
  uc #(SIZE) unidad_control(reset, clk, q1, q0, q_menos1, Carga_A, Carga_QM, Desplaza_AQ, MoM2, Resta, Fin);
endmodule
`timescale 1 ns / 10 ps
module uc #(parameter SIZE = 4) (input wire reset, clk, q1, q0, q_menos1, output wire Carga_A, Carga_QM, Desplaza_AQ, MoM2, Resta, Fin);
  reg [$clog2(SIZE+2):0] state;   
  always @ (posedge clk, posedge reset)
    if (reset)
      state <= 0;
    else
      state <= state + 1;
  assign Carga_A = (!((q1 & q0 & q_menos1) | (!q1 & !q0 & !q_menos1)) & ((state % 2 == 1) & (state !== SIZE + 1)))? 1'b1:1'b0;
  assign Carga_QM = (state == 0)? 1:0; 
  assign Desplaza_AQ = ((state % 2 == 0) & (state !== 0))? 1'b1:1'b0;
  assign Resta = (q1 & ((state % 2 == 1) & (state !== SIZE + 1)))? 1'b1:1'b0;
  assign MoM2 = ((!q1 & q0 & q_menos1) | (q1 & !q0 & !q_menos1) & ((state % 2 == 1) & (state !== SIZE + 1)))? 1'b1:1'b0;
  assign Fin = (state == SIZE + 1)? 1'b1:1'b0;
endmodule
</file>
<file path="flow/run.sh">
#!/bin/bash
# OpenROAD 26Q1-2900-gdf79404cd8, Yosys 0.63+post, stock flow scripts
make -C /OpenROAD-flow-scripts/flow DESIGN_CONFIG=/design/flow/config.mk WORK_HOME=/design/flow/orfs finish
</file>
==> reports/metrics.csv <==
metric,value,unit
run_status,"complete, no violations",
root_buffer,clkbuf_8,
fin_crit,3535,ps
irDropWorstVdd,0.1765,mV
post_cts_buffers,0,
leakage,0.8542,nW
cts-buffers-inserted,3,
cts.repair.resized,0,
die_x,75.44,µm
finalCritPeriodShare,0.9064,
grt_max_degree,26,
initial_core_util,0.3148,
cts_tree,done,
power.density,570.3,mW/mm²
power,1.077,mW
antenna_found_initial,0,
fillCellCount,550,
clock_sinks,25,
floorplan.die_area,0.005690,mm²
syn_avg_cell_area,9.089,µm²
wl,3012,µm
timing.fmax,0.2829,GHz
worst_ep_required_time,4110,ps
layout_top_cell,nand2_1,
areaGrowthSynthToFinish,16.71,%
rr_worst_depth,18,
via_per_inst,4.641,
antenna_cells_inserted,0,
top_area_cell,dfrtp_1,
fin_tns_setup,0,ps
place_congestion,0.7791,
synth_flops,25,
first_global_vias,1148,
fp-row-count,26,
clock_skew,4.582,ps
drtIter0Drc,42,
port_buffers,18,
ant_nets,0,
yosys_area,0.001618,mm²
final_area,0.001888,mm²
hpwl,2252,µm
clk_pin_slew_worst_paths,90,ps
rrSetupSlack,360,ps
synth-edff-count,0,
critPathKind,flip-flop to flip-flop,
async_flop_share,1.000,
yosysWarningCount,3,
die_h,75.44,µm
start_kind,flip-flop,
cp_max_fo,6,
drcViolationCount,0,
final_cell_mix,"32 x nand2_1, 25 x dfrtp_1, 18 x clkdlybuf4s50_1",
min_delay_path_depth,1,
worst_pin_slew,556.7,ps
place_area,0.001839,mm²
cts_max_level,1,
hp-class,flip-flop to flip-flop,
max-slew-margin-rel,0.6275,
layout.cells.non_filler,262,
hold_viol,0,
end_kind,flip-flop,
synthFlopType,dfrtp_1,
final_max_slew_viol_count,0,
drive_gt1_frac,0.09375,
ys_seq_frac,0.3867,
tool_warnings,27,
placedCellCount,258,
reg2reg_from,unidad_control.state[1]$_DFF_PP0_,
clockBufferDepth,2,
rsz0062_at_grt,no,
setup-violations-final,0,
synth_cell_types,42,
synth_area,0.001618,mm²
hold_path_end,unidad_control.state[3]$_DFF_PP0_,
hold_buffers,0,
clk_latency,270,ps
grt_pass1_wl,5161,µm
vias,1216,
syn_inst,178,
worstPathArrival,3750,ps
postLayoutCoreUtil,0.3673,
grt_util_all_layers,0.1205,
yosys-top-cells-area,"dfrtp_1 39%, nand2_1 7.4%, ha_1 7.0%",
overflow,0,
wl_per_cell,11.50,µm
yosysTopAreaCellShare,0.3867,
cap_violations,0,
io_pins,19,
yosysCellCount,178,
dr.pass1.iters,4,
core-area,0.005140,mm²
min-delay-start,unidad_control.state[3]$_DFF_PP0_,
## metal layers
metal | GRT usage | vias to the layer above | wire length (µm)
met5 | 0 | - | 0
met4 | 0.008230 | 0 | 23
met3 | 0.02145 | 2 | 108
met2 | 0.1835 | 17 | 1286
met1 | 0.1923 | 565 | 1593
li1 | - | 632 | -
## worst max path at each step
stage,slack [ps],cells past startpoint,to,from
CTS,340,18,flip-flop,unidad_control.state[1]$_DFF_PP0_
global route,20,18,flip-flop,unidad_control.state[1]$_DFF_PP0_
finish,360,18,flip-flop,unidad_control.state[1]$_DFF_PP0_
## power breakdown
group / internal, mW / switching, mW / total [mW]
registers: 0.319 / 0.0845 / 0.404
clock network: 0.0724 / 0.0867 / 0.159
logic: 0.288 / 0.226 / 0.514
total: 0.680 / 0.397 / 1.08
## sequential cells by signal, summed over array words and instances, names as in the netlist, named ones only
signal and flops:
camino.M2.genblk1.genblk1.ff.ff0.q 6, unidad_control.state 4, camino.M.genblk1.genblk1.ff.ff0.q 4, camino.A.genblk1.genblk1.ff.ff0.q 5
camino.bq_menos1.q 1, camino.Q.genblk1.genblk1.ff.ff0.q 4
## kinds of logic after synthesis
logic type,share of synthesized area
AND/OR/NAND/NOR,0.2057
AND-OR/OR-AND,0.1183
buffers and inverters,0.07733
flip-flops,0.3867
multiplexers,0.08662
adder cells (fa/ha/maj),0.08198
XOR/XNOR,0.04331
## cells in the mapped netlist, types with 2 or more instances
cell type and n:
nand3_1 4, a31oi_1 3, o21ai_0 13, a21oi_1 3, xnor2_1 3, nor3_1 3
nand4_1 4, dfrtp_1 25, and2_1 3, nand2_1 32, ha_1 9, clkbuf_1 3
mux2i_1 8, inv_1 12, buf_4 8, xor2_1 5, a22oi_1 2, nor2b_1 3
mux2_2 3, nor2_1 10
## area by class of cell
cell class	instances	area [µm²]	area share
tap	70	87.58	0.04639
multi-input combinational	128	867.1	0.4592
sequential	25	625.6	0.3313
inverter	13	48.80	0.02584
clock inverter	1	7.507	0.003976
timing repair buffer	22	210.2	0.1113
clock buffer	3	41.29	0.02187
## metrics by stage
stage	hold slack (ps)	worst slack, ps
6_report	498.3	365.0
5_1_grt	546.6	22.14
4_1_cts	499.2	337.8
3_5_place_dp	475.3	370.1
3_3_place_gp	472.9	455.4
2_1_floorplan	446.0	407.4
## worst max-delay path, cell delays in order (launching register included)
cell and delay [ps]:
dfrtp_1 370, inv_1 70, ha_1 180, nand3b_2 120, inv_2 60, o31a_1 350
mux2_4 340, inv_1 100, ha_1 170, inv_1 40, o21ai_0 190, xor2_1 180
ha_1 280, nor2b_1 150, a221oi_1 260, buf_4 180, nand4_1 90, mux2_1 300
nand4_1 60
Power and IR drop assume default switching activity.
